==> /design/flow/design.v <==
`default_nettype none
module bit_dereverse #(
  parameter  DATA_W =   20,
  parameter  DEPTH  =  128,
  localparam C_W    = $clog2(DEPTH)
) (
  input  wire                clk,
  input  wire                i_init,
  input  wire                i_vld,
  input  wire   [DATA_W-1:0] i_data,
  output reg                 o_vld,
  output reg                 o_new_fft,
  output reg    [DATA_W-1:0] o_data
);
  reg [DATA_W-1:0] ramA [0:DEPTH-1];
  reg [DATA_W-1:0] ramB [0:DEPTH-1];
  reg filled_any_ram_this_run;
  reg store_in_b;
  reg    [C_W-1:0] pointer;
  reg    [C_W-1:0] pointerA;
  reg    [C_W-1:0] pointerB;
  initial begin
    pointer  = {C_W{1'b0}};
    pointerA = {C_W{1'b0}};
    pointerB = {C_W{1'b0}};
    filled_any_ram_this_run = 1'b0;
    store_in_b              = 1'b0;
  end
  wire   [C_W-1:0] pointer_next = i_init ? {C_W{1'b0}} : i_vld ? pointer + {{C_W-1{1'b0}}, 1'b1} : pointer;
  wire                switch_rw = ~i_init & i_vld & (pointer == {C_W{1'b1}});
  always @(posedge clk) filled_any_ram_this_run <= i_init ? 1'b0 : switch_rw | filled_any_ram_this_run;
  always @(posedge clk) store_in_b              <= i_init ? 1'b0 : switch_rw ^ store_in_b;
  always @(posedge clk) pointer                 <= pointer_next;
  always @(posedge clk) begin: assign_ptrs_a_b
    integer i;
    for(i=0; i < C_W; i=i+1) begin
      pointerA[i] <= i_init ? 1'b0 : ~store_in_b ? pointer_next[C_W-i-1] : pointer_next[i];
      pointerB[i] <= i_init ? 1'b0 :  store_in_b ? pointer_next[C_W-i-1] : pointer_next[i];
    end
  end
  wire write_a = i_vld & ~store_in_b & ~i_init;
  wire write_b = i_vld &  store_in_b & ~i_init;
  wire read_a  = store_in_b  & i_vld & filled_any_ram_this_run;
  wire read_b  = ~store_in_b & i_vld & filled_any_ram_this_run;
  reg [DATA_W-1:0] rA;
  reg [DATA_W-1:0] rB;
  always @(posedge clk) begin
    if      (write_a) ramA[pointerA] <= i_data;
    else if (read_a)  rA             <= ramA[pointerA];
  end
  always @(posedge clk) begin
    if      (write_b) ramB[pointerB] <= i_data;
    else if (read_b)  rB             <= ramB[pointerB];
  end
  reg read_a_d1;
  reg read_b_d1;
  reg vld_e1;
  reg new_fft_e1;
  always @(posedge clk) read_a_d1  <= ~i_init & read_a;
  always @(posedge clk) read_b_d1  <= ~i_init & read_b;
  always @(posedge clk) vld_e1     <= i_vld & ~i_init & filled_any_ram_this_run;
  always @(posedge clk) new_fft_e1 <= i_vld & ~i_init & filled_any_ram_this_run & pointer == {C_W{1'b0}};
  always @(posedge clk) o_data     <= read_a_d1 & ~i_init ? rA : read_b_d1 & ~i_init ? rB : o_data;
  always @(posedge clk) o_vld      <= ~i_init & vld_e1;
  always @(posedge clk) o_new_fft  <= ~i_init & new_fft_e1;
endmodule
==> /design/flow/run.sh <==
#!/bin/bash
# OpenROAD 26Q1-2900-gdf79404cd8, Yosys 0.63+post, stock flow scripts
make -C /OpenROAD-flow-scripts/flow DESIGN_CONFIG=/design/flow/config.mk WORK_HOME=/design/flow/orfs finish
==> /design/flow/config.mk <==
export PLATFORM = sky130hd
export DESIGN_NAME = bit_dereverse
export DESIGN_NICKNAME = bit_dereverse
export VERILOG_FILES = /design/flow/design.v
export SDC_FILE = /design/flow/constraint.sdc
export NUM_CORES = 4
export LEC_CHECK = 1
export CORE_UTILIZATION = 30
export SYNTH_MEMORY_MAX_BITS = 65536
==> /design/flow/constraint.sdc <==
current_design bit_dereverse

set clk_period 64.4
set clk_io_pct 0.2

create_clock -name clk0 -period $clk_period [get_ports {clk}]

set non_clock_inputs [all_inputs -no_clocks]
set_input_delay [expr $clk_period * $clk_io_pct] -clock clk0 $non_clock_inputs
set_output_delay [expr $clk_period * $clk_io_pct] -clock clk0 [all_outputs]
==> results.json <==
{
  "coreArea_um2": 660000,
  "synth_warnings": 1,
  "synth-seq-cells": 5202,
  "ff_type": "edfxtp_1",
  "grt_setup_unrepaired": "no",
  "gp_congestion": 0.949,
  "netlist_area_um2": 199000,
  "grt_antenna_before_repair": 33,
  "critPathCapture": "ramA[15][10]",
  "slew_viol_final": 0,
  "grt_pass1_vias": 105087,
  "grt_max_degree": 105,
  "worstSkewPairLatency_ns": 0.99,
  "ff2ff_path_depth": 9,
  "vdd_drop_max_v": 0.0000302,
  "tns_ns": 0,
  "postRouteAntennaNets": 0,
  "drcViolationCount": 0,
  "routed_wl_um": 567000,
  "grt_use_total_pct": 18.0,
  "grt.overflow.total": 0,
  "dieHeight_um": 817,
  "skew_ns": 0.165,
  "ys_seq_share_pct": 78.3,
  "syn_avg_cell_area_um2": 21.5,
  "ys_types": 59,
  "ctsResizeCount": 0,
  "holdBufCountCts": 0,
  "drt_iter0_markers": 6938,
  "fin_ws_ns": 48.25,
  "clk_pin_slew_worst_paths_ns": 0.06,
  "crit_path_end_kind": "register",
  "criticalPathCategory": "primary input to register",
  "yosys-stat-area_um2": 199000,
  "netlist_instances": 9274,
  "reg2reg_from": "pointerA[0]",
  "period_needed_ns": 16.15,
  "drive_above_1_share_pct": 25.6,
  "firstDrtPassIters": 22,
  "cts_sinks": 5202,
  "wl_per_cell_um": 29.6,
  "dpl_worst_slack_ns": 47.35,
  "post-cts-setup-buffers": 0,
  "worst_slew_pin_slew_ns": 1.31,
  "final_cell_mix": "5180 x edfxtp_1, 951 x mux4_2, 789 x mux2i_1",
  "synthToLayoutAreaGrowth_pct": 15.7,
  "warning_count": 34,
  "dieArea_um2": 667000,
  "seqCellArea_um2": 156000,
  "worstPathMaxFanout": 11,
  "cts_tree": "built",
  "final-setup-viol-count": 0,
  "edf_count": 5180,
  "lay_top_count": "edfxtp_1",
  "startpoint_type": "primary input",
  "p_leak_nw": 67.6,
  "cts_htree_levels": 6,
  "grt_pass1_wl_um": 794000,
  "slew_headroom_pct": 13.0,
  "r2r-end": "rA[17]",
  "io_pins": 45,
  "status": "finished clean",
  "fin_crit_sh_pct": 25.1,
  "yosysCellCount": 9274,
  "hold_path.class": "register to register",
  "rows": 298,
  "async_flop_share_pct": 0,
  "arrival_ns": 16.81,
  "clockBufferDepth": 4,
  "cts_root_buffer": "clkbuf_16",
  "hold_violations": 0,
  "reg2reg_slack_ns": 57.93,
  "cp.required_ns": 65.07,
  "cellPowerDensity_nw_per_um2": 30.4,
  "comb_area_um2": 41100,
  "place_hpwl_um": 358000,
  "fmax_mhz": 61.9,
  "vias_per_cell": 5.05,
  "hold_start": "filled_any_ram_this_run",
  "cts_buffers": 547,
  "fp-utilization_pct": 30.2,
  "via_count": 96712,
  "fillers": 60076,
  "maxCapViolations": 0,
  "startpoint": "i_vld",
  "dieWidth_um": 817,
  "numPortBuffers": 44
}
worst min path at each step:
stage	endpoint	slack, ns	cells after the start
after CTS	filled_any_ram_this_run	0.48	2
after global routing	filled_any_ram_this_run	0.50	2
final	filled_any_ram_this_run	0.49	2
flip-flops by register name (all words and copies together), names as in the netlist:
name,count
filled_any_ram_this_run,1
new_fft_e1,1
o_data,20
o_new_fft,1
o_vld,1
pointer,7
pointerA,1
pointerB,6
rA,20
rB,20
ramA,2560
ramB,2560
read_a_d1,1
read_b_d1,1
store_in_b,1
vld_e1,1
per-layer routing:
| layer | up-vias | GRT usage (%) | part of all wire (%) |
|---|---|---|---|
| li1 | 40439 | - | - |
| met1 | 48807 | 18.7 | 31 |
| met2 | 6434 | 25.6 | 45 |
| met3 | 966 | 16.6 | 20 |
| met4 | 66 | 6.23 | 4.5 |
| met5 | - | 2.57 | 0.65 |
layout make-up:
class                           instances  area share (%)
Clock buffer                          697            6.33
Timing Repair Buffer                  622            2.20
Tap cell                             8700            4.72
Inverter                                5         0.00814
Multi-Input combinational cell       3531            17.8
Clock inverter                        268            1.07
Antenna cell                          144           0.156
Sequential cell                      5202            67.7
worst max-delay path, cell delays in order:
cell	delay (ns)
clkdlybuf4s50_1	0.76
nor4bb_2	1.05
nand2_2	0.65
buf_4	0.48
nor2_2	0.60
buf_4	0.33
logic make-up after synthesis:
| logic type | synth area share [%] |
|---|---|
| compound gates | 3.24 |
| xor+xnor | 0.0308 |
| fa+ha+maj | 0.0126 |
| buf+inv | 1.52 |
| flops | 78.3 |
| mux | 15.2 |
| simple gates | 1.75 |
where the power goes:
part / leakage [nW] / total [W] / internal, W / switching, W
logic: 12.6 / 0.000259 / 0.0000761 / 0.000183
registers: 46.7 / 0.00373 / 0.00372 / 0.00000271
clock network: 8.27 / 0.00303 / 0.00173 / 0.00130
total: 67.6 / 0.00702 / 0.00553 / 0.00149
metrics by stage:
| stage | total power, W | util [%] | hold slack [ns] | instance area (um^2) | std cells |
|---|---|---|---|---|---|
| 3_3_place_gp | 0.00405 | 32.3 | 0.485 | 213000 | 18060 |
| 4_1_cts | 0.00707 | 34.9 | 0.484 | 230000 | 19025 |
| 3_5_place_dp | 0.00406 | 32.3 | 0.481 | 213000 | 18060 |
| 5_1_grt | 0.00720 | 34.9 | 0.500 | 230000 | 19051 |
| 2_1_floorplan | 0.00392 | - | 0.414 | 199000 | 9274 |
| 6_report | 0.00702 | 34.9 | 0.485 | 231000 | 19169 |
cells in the mapped netlist (5+ instances only):
cell type | count | area share, %
o22ai_1 | 30 | 0.094
buf_2 | 168 | 0.42
o211ai_1 | 11 | 0.041
mux2i_1 | 789 | 4.0
a41oi_1 | 5 | 0.022
a22oi_1 | 517 | 1.9
buf_8 | 6 | 0.045
mux4_1 | 8 | 0.11
nor4_1 | 18 | 0.057
nand4_1 | 42 | 0.13
nor3_1 | 43 | 0.11
a211oi_1 | 9 | 0.034
dfxtp_1 | 22 | 0.22
a22o_1 | 39 | 0.17
buf_1 | 38 | 0.072
and2_1 | 11 | 0.035
o2111ai_1 | 6 | 0.026
mux2_2 | 60 | 0.34
a31oi_1 | 14 | 0.044
buf_6 | 35 | 0.20
nand2b_1 | 10 | 0.031
a21oi_1 | 233 | 0.59
mux4_2 | 951 | 11
clkbuf_1 | 171 | 0.32
a221oi_1 | 28 | 0.12
a221o_1 | 7 | 0.035
nand3_1 | 124 | 0.31
nor2_1 | 326 | 0.61
nand2_1 | 161 | 0.30
o21ai_0 | 20 | 0.050
and3_1 | 5 | 0.016
buf_4 | 116 | 0.44
edfxtp_1 | 5180 | 78
nor2b_1 | 21 | 0.066
Power figures rest on the tool's default switching activity, not on a simulated workload.
