$ cat /design/flow/run.sh
#!/bin/bash
# OpenROAD 26Q1-2900-gdf79404cd8, Yosys 0.63+post, stock flow scripts
make -C /OpenROAD-flow-scripts/flow DESIGN_CONFIG=/design/flow/config.mk WORK_HOME=/design/flow/orfs finish
$ cat /design/flow/design.v
`default_nettype none
module round #(
  parameter IN_W  = 10,
  parameter OUT_W = 10
) (
  input wire                    clk,
  input wire                    i_init,
  input wire                    i_vld,
  input wire signed  [IN_W-1:0] i_data,
  output reg                    o_vld,
  output reg signed [OUT_W-1:0] o_data
);
  initial o_vld = 1'b0;
  generate
    if  (IN_W > OUT_W) begin: round
      wire signed [IN_W-1:0]  w_convergent = i_data[IN_W-1:0] +
                                                { {(OUT_W){1'b0}},
                                                  i_data[IN_W-OUT_W],
                                                  {(IN_W-OUT_W-1){~i_data[(IN_W-OUT_W)]}} };
      always @(posedge clk) o_vld  <= i_vld & ~i_init;
      always @(posedge clk) o_data <= i_vld & ~i_init ? $signed(w_convergent[IN_W-1 -: OUT_W]) : o_data;
    end
    else begin: copy
      always @(posedge clk) o_vld  <= i_vld & ~i_init;
      always @(posedge clk) o_data <= $signed({i_data, {OUT_W-IN_W{1'b0}}});
    end
  endgenerate
endmodule
$ cat /design/flow/constraint.sdc
current_design round

set clk_period 1.0
set clk_io_pct 0.2

create_clock -name clk0 -period $clk_period [get_ports {clk}]

set non_clock_inputs [all_inputs -no_clocks]
set_input_delay [expr $clk_period * $clk_io_pct] -clock clk0 $non_clock_inputs
set_output_delay [expr $clk_period * $clk_io_pct] -clock clk0 [all_outputs]
$ cat /design/flow/config.mk
export PLATFORM = sky130hd
export DESIGN_NAME = round
export DESIGN_NICKNAME = round
export VERILOG_FILES = /design/flow/design.v
export SDC_FILE = /design/flow/constraint.sdc
export NUM_CORES = 4
export LEC_CHECK = 1
export CORE_AREA = 10 10 70 70
export DIE_AREA = 0 0 80 80
==> metrics.cfg <==
[power_and_ir_drop]
p_leak_nw = 0.212
power_frac_seq_pct = 56.3
switching_share_pct = 17.7
power_density_mw_per_mm2 = 1520
vdd_drop_max_mv = 0.320
power_switching_mw = 0.147
power_frac_comb_pct = 9.4
pwr-share-clk_pct = 34.3
p_int_mw = 0.685

[setup_path]
worstPathMaxFanout = 1
path_buffers = 1
crit_slowest_cell = dfxtp_2
crit_arrival_ps = 740
cpLargestDelayFamily = flip-flops
critPathKind = flip-flop to output pin
crit_path_cell_trace = clkdlybuf4s15_1
required_ps = 800
worstSetupEndpointType = output pin
crit_path_max_incr_delay_ps = 310
critPathLaunchType = flip-flop

[yosys]
synthCells = 12
yosys.area.top_type = dfxtp_1
synth-edff-count = 0
ys_warn_count = 1
yosysTopAreaCellShare_pct = 94.1
ys_seq_share_pct = 94.1
ys_cells = 12
ys_ff = 11
synthTopCellsByArea = dfxtp_1 94%, nor2b_4 5.9%
ys_async_sr_fraction_pct = 0
syn_area_um2 = 234
syn_area_per_cell_um2 = 19.5
ff_type = dfxtp_1
synth_chip_area_um2 = 234
most_common_cell = dfxtp_1
common_cells = 11 x dfxtp_1, 1 x nor2b_4
yosysUniqueCellTypes = 2

[detailed_routing]
drt-pass1-iter-count = 2
route.detailed.drc = 0
wl_met2_um = 446
avgRoutedWirePerCell_um = 8.74
vias = 171
ant_nets = 0
met3_wirelength_um = 35
wl_met1_um = 262
drtIter0Drc = 1
drt-total-wl_um = 743
maxUsedRoutingLayer = met3
num_antenna_cells = 0
vias_per_cell = 2.01

[floorplan]
die-area_mm2 = 0.00640
die_x_um = 80
core_util_floorplan_pct = 6.85
io_pins = 24
rows = 21
core_area_mm2 = 0.00342
fp.dieH_um = 80

[global_routing]
grt_pass1_wl_mm = 1.10
antenna_found_initial = 0
track_usage_pct = 2.24
grt_max_degree = 7
grt_pass1_vias = 202
grt-ovfl-total = 0

[clock_network]
cts_setup_buffers = 0
h-tree-depth = 1
clock-sinks = 11
clock_path_buffers = 2
cts_tree = done
cts_root_buf = clkbuf_4
cts.clk_slew.worst_paths_ps = 70
numCtsBuffers = 3

[sta]
fin_tns_setup_ps = 0
rsz0062_at_grt = false
hold_slack_ps = 372
worst_pin_slew_ps = 117
fin_crit_sh_pct = 93.9
period_needed_ps = 939
setup_viol = 0
slew_violations = 0
max_freq_mhz = 1070
hold_viol_final = 0
relSlewSlack_pct = 92.2

[status]
status = finished clean

[final_layout]
fillers = 395
syn_to_final_growth_pct = 134
drive_above_1_share_pct = 20.5

[flow_run]
maxCapViolations = 0
tool_warnings = 25

[place]
portBuffers = 23
gp_congestion = 0.653

[hold_path]
hold_class = primary input to flip-flop

==> power groups by stage <==
stage	Sequential [mW]	Combinational, mW	Clock, mW
4_1_cts	0.468	0.0814	0.307
5_1_grt	0.470	0.0839	0.338
6_report	0.469	0.0783	0.285
==> through the flow <==
step           setup WS (ps)  cell area [um2]  utilization [%]  instances  power, mW
2_1_floorplan            538              234                -         12      0.474
3_3_place_gp            32.8              522             15.3         81      0.569
3_5_place_dp            29.3              522             15.3         81      0.570
4_1_cts                0.268              547             16.0         85      0.856
5_1_grt                 2.64              547             16.0         85      0.892
6_report                61.5              547             16.0         85      0.832
==> sequential cells by signal, indices dropped and copies added, names as in the netlist <==
register / count
o_vld: 1
o_data: 10
==> cells by family (layout without fill, tap and decap cells) <==
group	count (synthesis)	after routing	share of synthesized area [%]
buf+inv	0	27	0
simple gates	1	1	5.88
flops	11	11	94.1
==> per-layer routing <==
layer  vias up  GRT usage, %
met1        77          2.18
li1         89             -
met4         0         0.528
met3         0          1.25
met5         -             0
met2         5          4.01
==> worst paths after layout <==
check                          from                 to  cells past startpoint
setup / recovery  o_data[4]$_DFF_P_          o_data[4]                      1
hold / removal            i_data[6]  o_data[6]$_DFF_P_                      1
==> what timing repair did <==
item	in CTS	in global routing
endpoints found under the setup margin	11	4
hold buffers	0	0
endpoints found under the hold margin	0	0
resized	21	5
==> layout make-up <==
cell class	count	area, um2	share of cell area, %
multi-input cells	1	13.8	2.52
flip-flops and latches	11	224	41.0
clock buffers	4	26.3	4.81
repair buffers	23	225	41.2
well taps	46	57.6	10.5
==> cell usage in the layout, fill, tap and decap left out <==
master           Yosys  routed
clkbuf_1             0       1
clkbuf_4             0       3
nor2b_4              1       1
clkbuf_2             0       1
clkdlybuf4s15_1      0      10
clkdlybuf4s50_1      0      12
dfxtp_1             11       8
dfxtp_2              0       3
Power is estimated from default activity; no workload was simulated.
