**flow/config.mk**
```make
export PLATFORM = sky130hd
export DESIGN_NAME = fifo
export DESIGN_NICKNAME = fifo
export VERILOG_FILES = /design/flow/design.v
export SDC_FILE = /design/flow/constraint.sdc
export NUM_CORES = 4
export LEC_CHECK = 1
export CORE_UTILIZATION = 30
```
**flow/constraint.sdc**
```tcl
current_design fifo

set clk_period 790.0
set clk_io_pct 0.2

create_clock -name clk0 -period $clk_period [get_ports {i_clk}]

set non_clock_inputs [all_inputs -no_clocks]
set_input_delay [expr $clk_period * $clk_io_pct] -clock clk0 $non_clock_inputs
set_output_delay [expr $clk_period * $clk_io_pct] -clock clk0 [all_outputs]
```
**flow/design.v**
```verilog
`default_nettype none
module fifo #(
  parameter  DATA_WIDTH         = 32,
  parameter  FIFO_DEPTH         = 128,
  parameter  POP_VALID          = 1'b0,  
  localparam FIFO_POINTER_WIDTH = $clog2(FIFO_DEPTH),
  localparam WORD_COUNT_WIDTH   = $clog2(FIFO_DEPTH+1'b1),
  localparam FIFO_MAX_POINTER   = FIFO_DEPTH-1'b1
)(
  input wire                         i_clk,
  input wire                         i_rst,
  input wire                         i_push,
  input wire        [DATA_WIDTH-1:0] i_data,
  input wire                         i_pop,
  output wire                        o_valid,
  output wire       [DATA_WIDTH-1:0] o_data,
  output wire [WORD_COUNT_WIDTH-1:0] o_word_count,
  output wire                        o_halffull,
  output wire                        o_empty,
  output wire                        o_full,
  output wire                        o_push_error,
  output wire                        o_pop_error
);
  generate
  if (FIFO_DEPTH == 1) begin: flop_fifo
    reg [DATA_WIDTH-1:0] memory;
    reg                  full_r;
    initial              full_r = 1'b0;
    assign               o_full       = full_r;
    assign               o_halffull   = full_r;
    assign               o_empty      = ~full_r;
    assign               o_word_count = full_r;
    assign               o_push_error = i_push & ~i_pop & full_r;
    assign               o_pop_error  = i_pop  & ~full_r;
    always @(posedge i_clk) memory   <= i_push ? i_data : memory;
    always @(posedge i_clk) full_r   <= i_rst           ? 1'b0   :
                                        i_push != i_pop ? i_push :
                                        full_r;
    if (POP_VALID != 1'b0) begin: pop_valid
      wire                    valid_e1  = ~i_rst & i_pop;
      reg                     valid_r;
      reg    [DATA_WIDTH-1:0] data_r;
      initial                 valid_r = 1'b0;
      always @(posedge i_clk) valid_r <= valid_e1;
      always @(posedge i_clk) data_r  <= valid_e1 ? memory : data_r;
      assign                  o_valid  = valid_r;
      assign                  o_data   = data_r;
    end
    else begin: valid_taken
      assign o_valid = full_r;
      assign o_data  = memory;
    end
  end
  else begin: ram_fifo
    reg          [DATA_WIDTH-1:0] memory [0:FIFO_DEPTH-1];
    reg  [FIFO_POINTER_WIDTH-1:0] r_pointer;
    reg  [FIFO_POINTER_WIDTH-1:0] w_pointer;
    reg                           completely_full;
    wire almostfull;
    initial begin
      r_pointer = {FIFO_POINTER_WIDTH{1'b0}};
      w_pointer = {FIFO_POINTER_WIDTH{1'b0}};
      completely_full = 1'b0;
    end
    wire [FIFO_POINTER_WIDTH-1:0] r_pointer_incremented;
    wire [FIFO_POINTER_WIDTH-1:0] w_pointer_incremented;
    assign o_word_count  = w_pointer == r_pointer ?
                             completely_full ? FIFO_DEPTH[WORD_COUNT_WIDTH-1:0] :
                             {WORD_COUNT_WIDTH{1'b0}} :
                           w_pointer > r_pointer ? w_pointer - r_pointer :
                           FIFO_DEPTH[WORD_COUNT_WIDTH-1:0] - r_pointer + w_pointer;
    assign o_empty      = o_word_count == 0;
    assign o_halffull   = o_word_count >= FIFO_DEPTH[WORD_COUNT_WIDTH-1:0] >> 1;
    assign   almostfull = o_word_count == FIFO_DEPTH[WORD_COUNT_WIDTH-1:0] - 1'b1;
    assign o_full       = o_word_count == FIFO_DEPTH[WORD_COUNT_WIDTH-1:0];
    assign r_pointer_incremented = r_pointer == FIFO_MAX_POINTER[FIFO_POINTER_WIDTH-1:0] ? {FIFO_POINTER_WIDTH{1'b0}} :
                                   r_pointer + 1'b1;
    assign w_pointer_incremented = w_pointer == FIFO_MAX_POINTER[FIFO_POINTER_WIDTH-1:0] ? {FIFO_POINTER_WIDTH{1'b0}} :
                                   w_pointer + 1'b1;
    assign o_pop_error           = o_empty &  i_pop;
    assign o_push_error          = o_full  & ~i_pop  &  i_push;
    always @(posedge i_clk) completely_full   <= i_rst ? 1'b0 :
                                                almostfull      &  i_push & ~i_pop ? 1'b1 :
                                                completely_full & ~i_push &  i_pop ? 1'b0 :
                                                completely_full;
    always @(posedge i_clk) r_pointer         <= i_rst  ? {FIFO_POINTER_WIDTH{1'b0}} :
                                                i_pop & ~o_pop_error   ? r_pointer_incremented :
                                                r_pointer;
    always @(posedge i_clk) w_pointer         <= i_rst  ? {FIFO_POINTER_WIDTH{1'b0}} :
                                                i_push & ~o_push_error ? w_pointer_incremented :
                                                w_pointer;
    if (POP_VALID != 1'b0) begin: pop_valid  
      wire                 valid_e1  = ~i_rst & ~o_pop_error & i_pop;
      reg                  valid_r;
      reg [DATA_WIDTH-1:0] data_r;
      initial valid_r = 1'b0;
      always @(posedge i_clk) valid_r <= valid_e1;
      always @(posedge i_clk) begin
        if (i_push)   memory[w_pointer] <= i_data;
        if (valid_e1) data_r            <= memory[r_pointer];
      end
      assign o_valid = valid_r;
      assign o_data  = data_r;
    end
    else begin: ready_taken  
      always @(posedge i_clk) begin
        if (i_push) memory[w_pointer] <= i_data;
      end
      assign o_valid = ~i_rst & ~o_empty;
      assign o_data  = memory[r_pointer];
    end
  end  
  endgenerate
endmodule
```
**flow/run.sh**
```bash
#!/bin/bash
# OpenROAD 26Q1-2900-gdf79404cd8, Yosys 0.63+post, stock flow scripts
make -C /OpenROAD-flow-scripts/flow DESIGN_CONFIG=/design/flow/config.mk WORK_HOME=/design/flow/orfs finish
```
==> job_summary.md <==
### Flow metrics

| Metric | Value |
|---|---|
| Result of the run | `completed` |
| Synth-to-Final Area Change | `15.9%` |
| Data required time at the worst endpoint | `632.00 ns` |
| Hold buffers post-CTS | `0` |
| Number of warnings the tools reported | `30` |
| Maximum root-to-sink buffer count | `4` |
| Buffers inserted by post-CTS timing repair | `0` |
| Routed len/inst | `29.2 µm` |
| RSZ-0062 raised after global routing | `no` |
| Kind of path behind the tightest hold check | `flip-flop to flip-flop` |
| Startpoint types | `input pin` |
| Post-synth seq share | `78.6%` |
| Critical setup path kind | `input pin to output port` |
| Clock sinks | `4111` |
| Total number of placement rows | `265` |
| HPWL reported at the end of detailed placement | `235000 µm` |
| Arrival time of data at the critical path endpoint | `160.74 ns` |
| Drt pass-1 iters | `8` |
| Peak ir drop on the vdd network | `0.00209 mV` |
| Fraction of layout cells with a size suffix above 1 | `33.2%` |
| Final setup TNS | `0 ns` |
| Clock transition time at the flip-flop clock pins of the worst setup and hold paths | `0.06 ns` |
| Routability Congestion | `0.897` |
| Antenna-violating nets left | `0` |
| Yosys Warn Count | `1` |
| Share of async-settable or async-resettable flops after synthesis | `0%` |
| Largest net degree at the start of global routing | `107` |
| Flip-flop and latch count after synthesis | `4111` |
| TritonCTS clock tree | `done` |
| Most frequent logic cell in the layout | `sky130_fd_sc_hd__edfxtp_1` |
| Maximum clock frequency | `3.14 MHz` |
| CTS Root Buffer Type | `sky130_fd_sc_hd__clkbuf_16` |
| Quantity of gates resized following cts | `0` |
| Area taken by flip-flops and latches | `123000 µm²` |
| Die Y | `725 µm` |
| Area of the chip | `526000 µm²` |
| Slew Limit Headroom | `13.9%` |
| Floorplan utilization | `30.1%` |
| MI comb area | `33100 µm²` |
| Gate count of the mapped netlist | `6350` |
| Area figure in the yosys stat output | `157000 µm²` |
| Total wire length | `414000 µm` |
| Met1 track utilization from global routing | `15.4%` |
| Core Area | `521000 µm²` |
| Busiest metal layer after global routing | `met2` |
| Final worst path period share | `40.3%` |
| Synth cell types | `56` |
| Count of instantiated cells in the yosys netlist | `6350` |
| Number of global-route vias before repair | `80000` |
| Maximum fanout encountered on the critical timing path | `5` |
| Vias after detailed routing | `70900` |
| Worst slack on hold paths | `0.512 ns` |
| Number of flops mapped to enable cells by yosys | `4096` |
| Routing usage on met2 | `24.6%` |
| Dominant cell type by area after synthesis | `sky130_fd_sc_hd__edfxtp_1` |
| Capturing element type of the critical path | `output port` |
| Number of H-tree levels | `5` |
| Final number of max-transition violations | `0` |
| Via density | `4.99` |
| Top Layout Cells | `sky130_fd_sc_hd__edfxtp_1, sky130_fd_sc_hd__mux4_2, sky130_fd_sc_hd__clkbuf_16, sky130_fd_sc_hd__buf_4, sky130_fd_sc_hd__nor2_4` |
| Inserted Clock Buffers | `409` |
| Gr ovfl total | `0` |
| Count of boundary I/O pins | `82` |
| Slew @ Worst Pin | `1.26 ns` |
| Netlist area before placement | `157000 µm²` |
| Initial detailed-routing violation count | `4360` |
| Mean cell area of the mapped netlist | `24.7 µm²` |
| GRT Resource Usage Total | `16.9%` |
| Top cells by area, synth | `sky130_fd_sc_hd__edfxtp_1, sky130_fd_sc_hd__mux4_2, sky130_fd_sc_hd__clkbuf_1` |
| Source-to-sink clock delay at the later pin of the worst-skew pair | `0.98 ns` |
| # port buffers | `81` |
| Die width | `725 µm` |
| Met3 routing resource usage after global routing | `17.6%` |
| Total power divided by cell area | `2.81 nW/µm²` |
| Final tally of hold violations | `0` |
| Top_reg_cell synth | `sky130_fd_sc_hd__edfxtp_1` |
| Final min period | `318.74 ns` |
| Global-route wire length before repair | `583000 µm` |
| Leakage power of the design | `54.0 nW` |
| Number of filler cells placed in the layout | `46500` |
| Initial antenna violation count | `31` |
| Clock skew | `0.0676 ns` |
| Tally of max-capacitance violations | `0` |
| Final count of negative-setup-slack endpoints | `0` |
| Post-detailed-route DRC marker count | `0` |
| Top-area cell share | `78.4%` |
[registers in the layout, summed over array words and instances (netlist names)]
signal,flops
ram_fifo.r_pointer,7
ram_fifo.w_pointer,7
ram_fifo.memory,4096
ram_fifo.completely_full,1
[critical path: stages]
cell and delay (ns):
sky130_fd_sc_hd__clkdlybuf4s50_1 0.83, sky130_fd_sc_hd__inv_1 0.23, sky130_fd_sc_hd__nor3_1 0.84, sky130_fd_sc_hd__buf_4 0.30, sky130_fd_sc_hd__clkdlybuf4s50_1 0.53
[cell usage after synthesis (4+ instances only)]
cell type	n
sky130_fd_sc_hd__edfxtp_1	4096
sky130_fd_sc_hd__mux4_2	1262
sky130_fd_sc_hd__clkbuf_1	169
sky130_fd_sc_hd__nor2_1	157
sky130_fd_sc_hd__buf_2	115
sky130_fd_sc_hd__nand2_1	89
sky130_fd_sc_hd__a211oi_1	48
sky130_fd_sc_hd__and2_1	46
sky130_fd_sc_hd__o22ai_1	42
sky130_fd_sc_hd__buf_1	40
sky130_fd_sc_hd__mux2i_1	29
sky130_fd_sc_hd__nand3_1	21
sky130_fd_sc_hd__a31oi_1	20
sky130_fd_sc_hd__nor4_1	20
sky130_fd_sc_hd__a21oi_1	19
sky130_fd_sc_hd__dfxtp_1	15
sky130_fd_sc_hd__inv_1	15
sky130_fd_sc_hd__nor3_1	15
sky130_fd_sc_hd__nand4_1	11
sky130_fd_sc_hd__buf_4	10
sky130_fd_sc_hd__nor2b_1	10
sky130_fd_sc_hd__o21ai_0	10
sky130_fd_sc_hd__o221ai_1	10
sky130_fd_sc_hd__ha_1	9
sky130_fd_sc_hd__a22o_1	6
sky130_fd_sc_hd__or3_1	6
sky130_fd_sc_hd__a2111oi_0	5
sky130_fd_sc_hd__a221oi_1	5
sky130_fd_sc_hd__o21ai_1	5
sky130_fd_sc_hd__and2_0	4
sky130_fd_sc_hd__buf_6	4
[worst paths after layout]
check / startpoint / to / slack, ns / cells past startpoint
max: i_pop / o_pop_error / 471.26 / 5
min: ram_fifo.completely_full / ram_fifo.completely_full / 0.51 / 2
max reg2reg: ram_fifo.r_pointer[0] / ram_fifo.r_pointer[0] / 785.69 / 13
min reg2reg: ram_fifo.completely_full / ram_fifo.completely_full / 0.51 / 2
[power breakdown]
| group | internal (mW) | switching, mW | leakage, nW |
|---|---|---|---|
| Sequential | 0.240 | 0.000751 | 36.9 |
| Clock | 0.107 | 0.0810 | 6.33 |
| Combinational | 0.0398 | 0.0421 | 10.7 |
| Total | 0.387 | 0.124 | 54.0 |
[metrics by stage]
| step | setup slack, ns | cell area [µm²] | instances | power (mW) | util (%) |
|---|---|---|---|---|---|
| detailed placement | 471.31 | 169000 | 13400 | 0.329 | 32.4 |
| global placement | 471.32 | 169000 | 13400 | 0.328 | 32.4 |
| CTS | 471.31 | 182000 | 14200 | 0.516 | 34.9 |
| global route | 471.17 | 182000 | 14200 | 0.528 | 34.9 |
| finish | 471.26 | 182000 | 14200 | 0.511 | 34.9 |
| floorplan | 473.43 | 157000 | 6350 | 0.300 | - |
[per-layer routing]
layer / vias to the layer above / wire (µm) / share of wire (%)
met3: 729 / 93600 / 23
met1: 35800 / 113000 / 27
li1: 28800 / - / -
met4: 40 / 17000 / 4.1
met5: - / 716 / 0.17
met2: 5497 / 190000 / 46
[kinds of logic (layout without fill, tap and decap cells)]
| logic type | Yosys count | count (layout) | share of synthesized area [%] |
|---|---|---|---|
| xor gates and xnor gates | 3 | 3 | 0.0168 |
| other | 0 | 23 | 0 |
| buffers and inverters | 356 | 1232 | 0.987 |
| AOI/OAI and AO/OA | 188 | 188 | 0.834 |
| and+or+nand+nor | 388 | 388 | 1.14 |
| adders and majority gates | 10 | 10 | 0.0846 |
| muxes | 1294 | 1294 | 18.3 |
| DFF | 4111 | 4111 | 78.6 |
[cell type report]
class,instances,area share [%]
clock inverters,254,1.29
flip-flops and latches,4111,67.8
inverters,18,0.0420
multi-input cells,1883,18.2
well taps,6942,4.78
repair buffers,459,1.99
diodes,23,0.0317
clock buffers,501,5.86
Power is estimated from default activity; no workload was simulated.
